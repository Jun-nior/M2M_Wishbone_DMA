`config.mk`:
```
export PLATFORM = sky130hd
export DESIGN_NAME = dma_fsm
export DESIGN_NICKNAME = dma_fsm
export VERILOG_FILES = /design/flow/design.v
export SDC_FILE = /design/flow/constraint.sdc
export NUM_CORES = 4
export LEC_CHECK = 1
export CORE_UTILIZATION = 40
```
`constraint.sdc`:
```
current_design dma_fsm

set clk_period 8.2
set clk_io_pct 0.2

create_clock -name clk0 -period $clk_period [get_ports {i_clk}]

set non_clock_inputs [all_inputs -no_clocks]
set_input_delay [expr $clk_period * $clk_io_pct] -clock clk0 $non_clock_inputs
set_output_delay [expr $clk_period * $clk_io_pct] -clock clk0 [all_outputs]
```
`design.v`:
```
package DMA_CSR_rtl_pkg;
  localparam int SOURCE_ADDR_REG_BYTE_WIDTH = 4;
  localparam int SOURCE_ADDR_REG_BYTE_SIZE = 4;
  localparam bit [4:0] SOURCE_ADDR_REG_BYTE_OFFSET = 5'h00;
  localparam int SOURCE_ADDR_REG_ADDR_BIT_WIDTH = 32;
  localparam bit [31:0] SOURCE_ADDR_REG_ADDR_BIT_MASK = 32'hffffffff;
  localparam int SOURCE_ADDR_REG_ADDR_BIT_OFFSET = 0;
  localparam int DEST_ADDR_REG_BYTE_WIDTH = 4;
  localparam int DEST_ADDR_REG_BYTE_SIZE = 4;
  localparam bit [4:0] DEST_ADDR_REG_BYTE_OFFSET = 5'h04;
  localparam int DEST_ADDR_REG_ADDR_BIT_WIDTH = 32;
  localparam bit [31:0] DEST_ADDR_REG_ADDR_BIT_MASK = 32'hffffffff;
  localparam int DEST_ADDR_REG_ADDR_BIT_OFFSET = 0;
  localparam int LENGTH_REG_BYTE_WIDTH = 4;
  localparam int LENGTH_REG_BYTE_SIZE = 4;
  localparam bit [4:0] LENGTH_REG_BYTE_OFFSET = 5'h08;
  localparam int LENGTH_REG_LEN_BIT_WIDTH = 16;
  localparam bit [15:0] LENGTH_REG_LEN_BIT_MASK = 16'hffff;
  localparam int LENGTH_REG_LEN_BIT_OFFSET = 0;
  localparam int CONTROL_REG_BYTE_WIDTH = 4;
  localparam int CONTROL_REG_BYTE_SIZE = 4;
  localparam bit [4:0] CONTROL_REG_BYTE_OFFSET = 5'h0c;
  localparam int CONTROL_REG_GO_BIT_WIDTH = 1;
  localparam bit CONTROL_REG_GO_BIT_MASK = 1'h1;
  localparam int CONTROL_REG_GO_BIT_OFFSET = 0;
  localparam int CONTROL_REG_IE_BIT_WIDTH = 1;
  localparam bit CONTROL_REG_IE_BIT_MASK = 1'h1;
  localparam int CONTROL_REG_IE_BIT_OFFSET = 1;
  localparam int STATUS_REG_BYTE_WIDTH = 4;
  localparam int STATUS_REG_BYTE_SIZE = 4;
  localparam bit [4:0] STATUS_REG_BYTE_OFFSET = 5'h10;
  localparam int STATUS_REG_BUSY_BIT_WIDTH = 1;
  localparam bit STATUS_REG_BUSY_BIT_MASK = 1'h1;
  localparam int STATUS_REG_BUSY_BIT_OFFSET = 0;
  localparam int STATUS_REG_DONE_IF_BIT_WIDTH = 1;
  localparam bit STATUS_REG_DONE_IF_BIT_MASK = 1'h1;
  localparam int STATUS_REG_DONE_IF_BIT_OFFSET = 16;
endpackage
module dma_fsm #(
    parameter DATA_WIDTH = 32,
    parameter ADDR_WIDTH = 32,
    parameter LEN_WIDTH  = 16
) (
    input  logic                  i_clk,
    input  logic                  i_rst_n,
    input  logic                  i_go,           
    input  logic [ADDR_WIDTH-1:0] i_src_addr,
    input  logic [ADDR_WIDTH-1:0] i_dest_addr,
    input  logic [LEN_WIDTH-1:0]  i_len,
    output logic                  o_busy,
    output logic                  o_done_if_set, 
    output logic                  o_go_hw_we,    
    output logic                  o_clear_go,    
    output logic                  o_start,
    output logic                  o_we,
    output logic [ADDR_WIDTH-1:0] o_addr,
    output logic [DATA_WIDTH-1:0] o_wdata,
    input  logic                  i_done,
    input  logic [DATA_WIDTH-1:0] i_rdata
);
    typedef enum logic [2:0] {
        IDLE,
        LATCH_CONFIG,
        READ_START,
        READ_WAIT,
        WRITE_START,
        WRITE_WAIT,
        FINISH
    } state_e;
    state_e current_state, next_state;
    logic [ADDR_WIDTH-1:0] src_addr_reg;
    logic [ADDR_WIDTH-1:0] dest_addr_reg;
    logic [LEN_WIDTH-1:0]  len_reg;
    logic [DATA_WIDTH-1:0] data_buffer; 
    logic i_go_prev;
    logic go_trigger;
    always_ff @(posedge i_clk, negedge i_rst_n) begin
        if (!i_rst_n) begin
            current_state <= IDLE;
        end else begin
            current_state <= next_state;
        end
    end
    always_ff @(posedge i_clk, negedge i_rst_n) begin
        if (!i_rst_n) begin
            i_go_prev <= 1'b0;
        end else begin
            i_go_prev <= i_go;
        end
    end
    assign go_trigger = !i_go_prev && i_go; 
    always_comb begin
        next_state = current_state;
        case (current_state)
            IDLE: begin
                if (go_trigger) begin
                    next_state = LATCH_CONFIG;
                end
            end
            LATCH_CONFIG: begin
                if (i_len == 0) begin
                    next_state = FINISH;
                end else begin
                    next_state = READ_START;
                end
            end
            READ_START: begin
                next_state = READ_WAIT;
            end
            READ_WAIT: begin
                if (i_done) begin
                    next_state = WRITE_START;
                end
            end
            WRITE_START: begin
                next_state = WRITE_WAIT;
            end
            WRITE_WAIT: begin
                if (i_done) begin
                    if (len_reg > 1) begin
                        next_state = READ_START; 
                    end else begin
                        next_state = FINISH;
                    end
                end
            end
            FINISH: begin
                next_state = IDLE;
            end
        endcase
    end
    always_ff @(posedge i_clk, negedge i_rst_n) begin
        if (!i_rst_n) begin
            src_addr_reg  <= '0;
            dest_addr_reg <= '0;
            len_reg       <= '0;
            data_buffer   <= '0;
        end else begin
            case (current_state)
                LATCH_CONFIG: begin
                    src_addr_reg  <= i_src_addr;
                    dest_addr_reg <= i_dest_addr;
                    len_reg       <= i_len;
                end
                READ_WAIT: begin
                    if (i_done) begin
                        data_buffer <= i_rdata;
                    end
                end
                WRITE_WAIT: begin
                    if (i_done) begin
                        src_addr_reg  <= src_addr_reg + 4;  
                        dest_addr_reg <= dest_addr_reg + 4;
                        len_reg       <= len_reg - 1;
                    end
                end
            endcase
        end
    end
    always_comb begin
        o_busy        = (current_state != IDLE);
        o_done_if_set = (current_state == FINISH);
        o_go_hw_we    = (current_state == LATCH_CONFIG);
        o_clear_go    = 0;  
        o_start = 0;
        o_we    = 0;
        o_addr  = 0;
        o_wdata = 0;
        case (current_state)
            READ_START: begin
                o_start = 1;
                o_we    = 0;  
                o_addr  = src_addr_reg;
            end
            READ_WAIT: begin
                o_we    = 1'b0;
                o_addr  = src_addr_reg;
            end
            WRITE_START: begin
                o_start = 1;
                o_we    = 1;  
                o_addr  = dest_addr_reg;
                o_wdata = data_buffer;
            end
            WRITE_WAIT: begin
                o_we    = 1'b1;
                o_addr  = dest_addr_reg;
                o_wdata = data_buffer;
            end
        endcase
    end
endmodule
```
`run.sh`:
```
#!/bin/bash
# OpenROAD 26Q1-2900-gdf79404cd8, Yosys 0.63+post, stock flow scripts
make -C /OpenROAD-flow-scripts/flow DESIGN_CONFIG=/design/flow/config.mk WORK_HOME=/design/flow/orfs finish
```
==> results.yml <==
# flow metrics
global_routing:
  overflow: 0
  first_global_vias: 6845
  grt_max_degree: 69
  grt_pass1_wl_um: 38250
  grtUsageTotal_pct: 28.46
  antenna_found_initial: 0
yosys:
  yosys.cell_types.count: 61
  synth_area_um2: 7012
  yosys_warnings: 1
  top_cells_by_area: "dfrtp_1, mux2_2, a21oi_1, a22o_1, nand2_1"
  yosys-stat-area_um2: 7012
  synth.top_cell.area_share_pct: 41.40
  ys_sh_simple_pct: 22.86
  mux_share_pct: 7.209
  yosys.area_share.aoi_pct: 23.04
  synthArstFlopShare_pct: 100.0
  xor_share_pct: 0
  synth-edff-count: 0
  postSynthCellCount: 782
  yosys_most_used_dff: "dfrtp_1"
  yosys.stat.seqShare_pct: 41.40
  postSynthAreaPerCell_um2: 8.966
  ys_ff: 116
  ys_cells: 782
  synth-adder-area-share_pct: 0.7138
  synth.largest_area_cell: "dfrtp_1"
  synth.logic.top_family: "AND-OR/OR-AND gates"
worst_hold_path:
  hold_depth: 2
  min_path_type: "flip-flop to flip-flop"
  hold_end: "src_addr_reg[0]"
  hp-start: "src_addr_reg[0]"
power_and_ir_drop:
  p_leak_nw: 3.804
  powerDensity_nw_per_um2: 375.2
  ir_drop_mv: 0.1845
sta:
  period_used_pct: 54.39
  hold_viol_final: 0
  fin_skew_ns: 0.008734
  setup_viol: 0
  fin_tns_setup_ns: 0
  fmax_ghz: 0.2242
  maxSlewViolCount: 0
  worst_pin_slew_ns: 0.7767
  slew_headroom_pct: 47.99
  rsz0062_at_grt: "false"
  layout_min_cycle_time_ns: 4.460
final_layout:
  utilization_pct: 55.64
  fillers: 1432
  lay_top_count: "clkdlybuf4s50_1"
  lay_top_cells: "clkdlybuf4s50_1, dfrtp_1, nand2_1, a21oi_1, and2_1"
  seqCellArea_um2: 2903
  drive_gt1_share_pct: 11.29
  layout.area.comb_um2: 3795
  area_growth_pct: 36.78
setup_path:
  endpoint_kind: "output pin"
  cp-start-kind: "flip-flop"
  r2r_start: "current_state[1]"
  cpPeakStageDelay_ns: 0.63
  crit_chain: "clkinv_1, nor2_4, buf_4, a22o_1, clkdlybuf4s50_1"
  critPathMaxFanout: 41
  rrSetupSlack_ns: 5.21
  required_ns: 6.56
  timing.rr.end: "data_buffer[2]"
  worstPathArrival_ns: 2.82
  path_class: "flip-flop to output pin"
  cp_slowest_cell: "nor2_4"
  worst-r2r-cell-count: 5
die:
  chipArea_um2: 18060
  rows: 48
  core_um2: 17240
  die_h_um: 134.4
  chipWidth_um: 134.4
  pin_count: 186
  fp_util_pct: 40.68
clocking:
  ctsHoldBuffers: 0
  cts-root-buf: "clkbuf_16"
  insertion_delay_ns: 0.43
  post_cts_resize_count: 0
  post-cts-setup-buffer-count: 0
  numCtsBuffers: 17
  cts_max_level: 4
  cts_tree: "built"
  clockBufferDepth: 2
  path_clk_slew_ns: 0.06
  clock-sinks: 116
flow_run:
  drv_cap: 0
  warnings: 26
detailed_routing:
  wl_um: 24290
  antenna_left: 0
  vias: 7082
  drc_errors: 0
  wl_per_cell_um: 20.71
  num_antenna_cells: 0
  dr.pass1.iters: 21
  drt_iter0_drc: 490
  via_per_inst: 6.038
placement:
  numPortBuffers: 184
  place_congestion: 0.9359
  dp_hpwl_um: 16580
outcome:
  status: "complete, no violations"
==> area by class of cell <==
| class | count | share of cell area (%) |
|---|---|---|
| multi-input cells | 590 | 39.57 |
| flip-flops and latches | 116 | 30.27 |
| repair buffers | 199 | 20.35 |
| clock buffers | 17 | 4.436 |
| well taps | 225 | 2.935 |
| clock inverters | 15 | 2.009 |
| inverters | 11 | 0.4305 |
==> power by group <==
group | switching (mW) | leakage (nW) | internal [mW]
clock network | 0.298 | 0.296 | 0.485
logic | 0.755 | 2.15 | 0.839
registers | 0.355 | 1.36 | 0.866
total | 1.41 | 3.80 | 2.19
==> how the worst max path moves through the flow <==
stage	from	endpoint
CTS	current_state[2]	o_addr[4]
global route	current_state[2]	o_addr[4]
finish	current_state[2]	o_addr[4]
==> per-stage QoR <==
step	worst slack (ns)	cell area (µm²)	power, mW	instances	hold WS [ns]
floorplan	4.951	7012	2.066	782	0.4461
global placement	4.218	8972	2.779	1141	0.4620
detailed placement	4.186	8972	2.805	1141	0.4708
CTS	3.719	9590	3.605	1173	0.4826
global route	3.549	9590	3.843	1173	0.5042
finish	3.740	9590	3.598	1173	0.4833
==> cells in the mapped netlist (9+ instances only) <==
cell type,n
nor4_1,14
and3_1,24
nor2_1,36
clkbuf_1,43
nand3_1,37
o21ai_0,33
o22ai_1,37
a21oi_1,59
buf_2,10
mux2i_1,10
nor3_1,18
dfrtp_1,116
nand4_1,20
inv_1,9
and2_1,41
a22o_1,33
mux2_2,35
nand2_1,74
a2bb2oi_1,10
==> critical path: cells and delay by family, from the launching register on <==
family	cells	cell delay [ns]
AND-OR/OR-AND	1	0.21
buffers and inverters	3	1.19
flip-flops	1	0.34
AND/OR/NAND/NOR	1	0.63
==> logic make-up (layout without fill, tap and decap cells) <==
| family | after synthesis | count (layout) |
|---|---|---|
| DFF | 116 | 116 |
| other | 1 | 1 |
| buffers and inverters | 76 | 242 |
| AOI/OAI and AO/OA | 239 | 239 |
| and+or+nand+nor | 300 | 300 |
| muxes | 46 | 46 |
| adders and majority gates | 4 | 4 |
==> per-layer routing <==
layer,track usage [%],vias to the layer above,share of wire [%],wire [µm]
met2,42.77,332,46,11270
li1,-,3287,-,-
met1,42.88,3426,43,10500
met5,0,-,0,0
met3,7.099,37,8.4,2050
met4,5.993,0,1.9,469
Power is estimated from default activity; no workload was simulated.
